==> design/flow/run.sh <==
#!/bin/bash
# OpenROAD 26Q1-2900-gdf79404cd8, Yosys 0.63+post, stock flow scripts
make -C /OpenROAD-flow-scripts/flow DESIGN_CONFIG=/design/flow/config.mk WORK_HOME=/design/flow/orfs finish
==> design/flow/config.mk <==
export PLATFORM = sky130hd
export DESIGN_NAME = Dut
export DESIGN_NICKNAME = Dut
export VERILOG_FILES = /design/flow/design.v
export SDC_FILE = /design/flow/constraint.sdc
export NUM_CORES = 4
export LEC_CHECK = 1
export CORE_AREA = 10 10 73 73
export DIE_AREA = 0 0 83 83
==> design/flow/constraint.sdc <==
current_design Dut

set clk_period 1.0
set clk_io_pct 0.2

create_clock -name clk0 -period $clk_period [get_ports {clk}]

set non_clock_inputs [all_inputs -no_clocks]
set_input_delay [expr $clk_period * $clk_io_pct] -clock clk0 $non_clock_inputs
set_output_delay [expr $clk_period * $clk_io_pct] -clock clk0 [all_outputs]
==> design/flow/design.v <==
module Dut (
      input  [7:0] io_a,
      input  [7:0] io_b,
      input  [7:0] io_c,
      output [7:0] io_result,
      input   clk,
      input   reset);
  wire [7:0] _zz_2_;
  reg [7:0] _zz_1_;
  assign _zz_2_ = (io_a + io_b);
  assign io_result = _zz_1_;
  always @ (posedge clk or posedge reset) begin
    if (reset) begin
      _zz_1_ <= (8'b00000000);
    end else begin
      _zz_1_ <= (_zz_2_ - io_c);
    end
  end
endmodule
==> metrics.log <==
[report] implementation figures
[metrics] result of the run: finished, violations left
[metrics] failing checks: negative setup slack
[metrics] Post-Synth Adder-Cell Area: 32.9%
[metrics] gr usage total: 4.39%
[metrics] initial antenna violation count: 0
[metrics] maximum vdd drop: 0.495 mV
[metrics] number of cell instances after yosys synthesis: 75
[metrics] clk slew on worst S/H paths: 0.04 ns
[metrics] placed cell area: 1230 µm²
[metrics] max_slew headroom: 82.3%
[metrics] CP Cell Sequence: clkdlybuf4s50_1, ha_4, buf_4, buf_4, a21o_1, a21oi_4, o21ai_2, xor2_1
[metrics] AND-OR/OR-AND Cells, Area Fraction: 11.1%
[metrics] Vias per Instance: 3.51
[metrics] leakage dissipation: 0.632 nW
[metrics] post-place setup slack: -1.24 ns
[metrics] async set-or-reset flop fraction in the synthesized netlist: 100%
[metrics] type of the worst min-delay path: input port to asynchronous set/reset pin
[metrics] number of global-route vias before repair: 674
[metrics] fraction of final layout cells sized beyond drive strength 1: 47.9%
[metrics] pwr/cell area: 1440 nW/µm²
[metrics] min cycle time layout: 1.63 ns
[metrics] crit path launch type: input port
[metrics] biggest combinational cell group after synthesis: adder cells
[metrics] area delta synth->final: 81.3%
[metrics] synth warn: 1
[metrics] TritonRoute pass-1 iters: 2
[metrics] worst endpoint data arrival time: 1.73 ns
[metrics] Detail Route Antenna Nets: 0
[metrics] Std-Cell Core Area: 3740 µm²
[metrics] GP Congestion: 0.771
[metrics] PortBufs: 33
[metrics] remaining global-route overflow: 0
[metrics] fill cell count: 392
[metrics] cell types occupying the most area after synthesis: dfrtp_1 27%, fa_1 19%, inv_1 14%
[metrics] number of CTS-inserted buffers: 3
[metrics] Worst setup EP type: register
[metrics] Post-CTS Hold Fix Bufs: 0
[metrics] Die Outline Area: 6890 µm²
[metrics] Crit path required time: 1.10 ns
[metrics] unrepaired setup endpoints after global routing: yes
[metrics] DRT Wirelength: 1510 µm
[metrics] slowest CP cell: clkdlybuf4s50_1
[metrics] post-route standard cell area excluding fillers: 1320 µm²
[metrics] flip-flop count of the largest register, all copies and words added: 8
[metrics] Die Y-Extent: 83 µm
[metrics] Placement Rows: 22
[metrics] ANT cells: 0
[metrics] number of H-tree branching levels: 1
[metrics] Die W: 83 µm
[metrics] Avg WL per Cell: 8.91 µm
[metrics] final number of max-transition violations: 0
[metrics] Iteration-0 DRC Markers: 1
[metrics] # setup viols final: 7
[metrics] Commonest flop: dfrtp_1
[metrics] maximum single-stage delay on the critical path: 0.45 ns
[metrics] Synth Cell Area: 729 µm²
[metrics] number of hold violations in the final report: 0
[metrics] Worst Setup Slack, final: -0.630 ns
[metrics] share of the clock period used by the worst path: 163%
[metrics] simple-gate share of the synthesized area: 3.26%
[metrics] # Max-Cap Violations: 0
[metrics] num ports: 34
[metrics] clock tree from TritonCTS: yes
[metrics] post-synthesis sequential area ratio: 27.4%
[metrics] register area: 200 µm²
[metrics] highest net fanout along the worst path: 3
[metrics] number of warning messages in the logs: 28
[metrics] maximum clock rate: 613 MHz
[metrics] Worst Setup Path Type: input port to register
[metrics] WHS: 0.217 ns
[metrics] total negative slack for setup checks: -3.75 ns
[metrics] fraction of synthesized cell area taken by the top area cell type: 27.4%
[metrics] area used by multi-input combinational logic: 572 µm²
[metrics] mean area per synthesized cell: 9.73 µm²
[metrics] cell type with the largest total area: dfrtp_1
[metrics] post-synthesis cell type count: 17
[metrics] Root Buffer: clkbuf_8
[metrics] top post-synthesis cells by count: 28 x inv_1, 8 x dfrtp_1, 8 x ha_1, 7 x fa_1, 7 x xnor2_1
[metrics] share of cell area taken by muxes after synthesis: 0%
[metrics] synthesized chip area reported by yosys: 729 µm²
[metrics] most frequent cell on the critical path: buf_4
[metrics] number of synthesized flops with an enable pin: 0
[metrics] clock sinks: 8
[metrics] Synth Instances: 75
[metrics] launch point of the critical path: io_a[0]
[metrics] transition time at the pin with the least slew margin: 0.266 ns
[metrics] Via Count: 593
[metrics] Remaining DRCs: 0
[metrics] pin count of the biggest net entering global routing: 9
[metrics] crit path capture: _zz_1_[5]
[metrics] XORs/XNORs by Area: 10.8%
[metrics] largest registers: _zz_1_ x8
[metrics] maximum clock path buffer count: 2
[metrics] floorplan-stage core utilization: 19.5%
[metrics] register with the highest flop count: _zz_1_
[metrics] first-pass GRT wire length: 2700 µm
[metrics] library cell with the highest instance count after synthesis: inv_1
[metrics] synthesized flop and latch total: 8
repair_timing:
item,CTS,global route
setup endpoints to repair,16,7
endpoints found under the hold margin,0,0
resized,80,13
pin swaps,26,12
buffers inserted,2,2
final cells by class:
class	count	area share, %
multi-input combinational	39	43.2
clock buffer	3	3.12
sequential	8	15.1
timing repair buffer	43	26.0
inverter	28	7.95
tap	48	4.54
stage by stage:
step	power (mW)	utilization, %	std cells
2_1_floorplan	0.947	-	75
3_3_place_gp	1.46	33.0	162
3_5_place_dp	1.46	33.0	162
4_1_cts	1.89	34.8	167
5_1_grt	2.07	35.3	169
6_report	1.90	35.3	169
power by group:
group	internal [mW]	switching (mW)
Sequential	0.455	0.0288
Combinational	0.642	0.411
Clock	0.259	0.105
Total	1.36	0.545
kinds of logic after synthesis:
kind of cell | count (synthesis)
XOR/XNOR | 9
AND-OR/OR-AND | 10
AND/OR/NAND/NOR | 5
adder cells (fa/ha/maj) | 15
flip-flops | 8
buffers and inverters | 28
per-layer routing:
| layer | track usage [%] | vias up | wire [µm] |
|---|---|---|---|
| met5 | 0 | - | 0 |
| met4 | 0.769 | 0 | 17 |
| met3 | 1.97 | 4 | 125 |
| met2 | 6.22 | 21 | 654 |
| met1 | 6.04 | 257 | 707 |
| li1 | - | 311 | - |
critical path, delay by kind of cell:
family | cells | cell delay (ns)
AND-OR/OR-AND | 3 | 0.52
XOR/XNOR | 1 | 0.13
buffers and inverters | 3 | 0.69
adder cells (fa/ha/maj) | 1 | 0.19
how the worst min path moves through the flow:
stage | depth (start not counted) | end | slack [ns]
after global routing | 2 | _zz_1_[1] | 0.25
final | 2 | _zz_1_[3] | 0.22
after CTS | 2 | _zz_1_[7] | 0.22
placed cells by master, fill, tap and decap left out, drive strengths merged:
cell,instances
a21o,1
nor2b,1
inv,28
nand2,3
a21oi,5
o21a,1
clkbuf,7
fa,7
o211ai,1
nor2,1
clkdlybuf4s50,5
clkdlybuf4s15,13
dfrtp,8
buf,19
xor2,2
dlygate4sd2,2
o31ai,1
xnor2,7
ha,8
o21ai,1
Power and IR drop assume default switching activity.
