File: /design/flow/constraint.sdc
current_design MyTopLevel

set clk_period 2.4
set clk_io_pct 0.2

create_clock -name clk0 -period $clk_period [get_ports {clk}]

set non_clock_inputs [all_inputs -no_clocks]
set_input_delay [expr $clk_period * $clk_io_pct] -clock clk0 $non_clock_inputs
set_output_delay [expr $clk_period * $clk_io_pct] -clock clk0 [all_outputs]
File: /design/flow/config.mk
export PLATFORM = sky130hd
export DESIGN_NAME = MyTopLevel
export DESIGN_NICKNAME = MyTopLevel
export VERILOG_FILES = /design/flow/design.v
export SDC_FILE = /design/flow/constraint.sdc
export NUM_CORES = 4
export LEC_CHECK = 1
export CORE_AREA = 10 10 70 70
export DIE_AREA = 0 0 80 80
File: /design/flow/run.sh
#!/bin/bash
# OpenROAD 26Q1-2900-gdf79404cd8, Yosys 0.63+post, stock flow scripts
make -C /OpenROAD-flow-scripts/flow DESIGN_CONFIG=/design/flow/config.mk WORK_HOME=/design/flow/orfs finish
File: /design/flow/design.v
module MyTopLevel (
      input   io_cond0,
      input   io_cond1,
      output  io_flag,
      output [7:0] io_state,
      input   clk,
      input   reset);
  reg [7:0] counter;
  assign io_state = counter;
  assign io_flag = ((counter == (8'b00000000)) || io_cond1);
  always @ (posedge clk or posedge reset) begin
    if (reset) begin
      counter <= (8'b00000000);
    end else begin
      if(io_cond0)begin
        counter <= (counter + (8'b00000001));
      end
    end
  end
endmodule
==> flow_metrics.py <==
# Auto-generated metrics
metrics = {
    "sta": {
        "slew_viol_final": 0,
        "maxSlewHeadroom_pct": 80.1,
        "worst_slack_ns": 0.211,
        "max_freq_ghz": 0.457,
        "hold_viol_final": 0,
        "finalClockPeriodUsage_pct": 91.2,
        "rsz0062_at_grt": "no",
        "finClkSkew_ns": 0.000751,
        "finalSetupViolations": 0,
        "worst_slew_pin_slew_ns": 0.298,
        "setup_tns_ns": 0,
        "fin_hold_ws_ns": 0.481,
        "fin_crit_ns": 2.19,
    },
    "logic_synthesis": {
        "ys_sh_simple_pct": 18.2,
        "yosys_area_sq_um": 379,
        "yosysWarnings": 1,
        "yosys.area_share.aoi_pct": 3.30,
        "synth_area_sq_um": 379,
        "ys_seq_share_pct": 52.8,
        "logic_family": "simple AND/OR/NAND/NOR gates",
        "synth_area_leader_cell": "dfrtp_1",
        "synthCells": 34,
        "synthXorXnorAreaFrac_pct": 16.2,
        "syn-mean-instance-area_sq_um": 11.2,
        "synth_flops": 8,
        "topCellsByArea": "dfrtp_1 53%, xor2_1 9.2%, xnor2_1 6.9%, ha_1 6.6%, nand2_1 5.0%",
        "ys_sh_adder_pct": 6.60,
        "yosysTopAreaCellShare_pct": 52.8,
        "ys_sh_mux_pct": 0,
        "ys_cells": 34,
        "yosysUniqueCellTypes": 14,
    },
    "worst_setup_path": {
        "crit_buf_inv": 2,
        "slowest_delay_ns": 0.46,
        "crit_required_ns": 1.92,
        "start_kind": "register",
        "cp_slowest_cell": "clkdlybuf4s50_1",
        "end_kind": "primary output",
        "critPathKind": "reg -> out",
        "crit_fanout": 5,
        "critPathArrivalTime_ns": 1.71,
        "cp_cell_sequence": "inv_1, ha_1, nor4b_2, a21o_1, clkdlybuf4s50_1",
        "crit_family": "buffers and inverters",
    },
    "flow_run": {
        "cap_viol_max_count": 0,
        "warnings": 26,
    },
    "cells_and_area": {
        "layout-drive-gt1-share_pct": 12.2,
        "largest_register_ff_count": 8,
        "largest-register": "counter",
        "fill_cells": 380,
        "reg_top3": "counter: 8 flops",
        "area.growth.synth_to_final_pct": 54.5,
    },
    "drt": {
        "wl_per_cell_microns": 9.07,
        "vias": 286,
        "ant_nets": 0,
        "drtIter0Drc": 7,
        "via_per_inst": 3.01,
        "drc": 0,
        "drt_pre_antenna_iters": 4,
        "wirelength_microns": 862,
        "num_antenna_cells": 0,
    },
    "die": {
        "core-area_sq_um": 3420,
        "io_pins": 13,
        "rows": 21,
        "fp.dieW_microns": 80,
        "die_h_microns": 80,
        "chipArea_sq_um": 6400,
        "initCoreUtil_pct": 11.1,
    },
    "clocking": {
        "cts_tree": "done",
        "cts_root_buffer": "clkbuf_4",
        "clk_path_buf_depth": 2,
        "cts_setup_buffers": 0,
        "cts_buffers": 3,
        "cts.sinks": 8,
        "clkTransAtPathRegs_ns": 0.05,
        "clock_latency_ns": 0.25,
        "cts_max_level": 1,
    },
    "grt": {
        "grt_max_degree": 9,
        "antenna_found_initial": 0,
        "first_global_vias": 261,
        "gr-total-overflow": 0,
        "grt_use_total_pct": 2.87,
        "grt_pass1_wl_mm": 1.36,
    },
    "run_status": {
        "status": "completed",
    },
    "placed_design": {
        "gp_congestion": 0.767,
        "dp_slack_ns": 0.414,
        "port_buffers": 12,
    },
    "pwr": {
        "p_per_area_nw_per_um2": 1020,
        "irDropWorstVdd_v": 0.000337,
        "cellLeakagePower_nw": 0.257,
    },
    "min_path": {
        "hold_class": "in -> async",
    },
}
## layout by cell type, fill, tap and decap left out
cell type / synthesis / layout
dfrtp_1: 8 / 8
clkbuf_4: 0 / 3
a21o_1: 1 / 1
nand2_1: 5 / 5
inv_1: 3 / 3
nor3_2: 1 / 1
clkdlybuf4s50_1: 0 / 12
nor2_1: 2 / 2
nor4b_2: 0 / 1
o21ai_0: 1 / 1
nand4_2: 1 / 1
xnor2_1: 3 / 3
ha_1: 2 / 2
nor3_1: 1 / 1
xor2_1: 4 / 4
nand4_1: 1 / 1
## layout make-up
cell class                 count  area [sq um]  share of cell area [%]
tap                           46          57.6                    9.83
sequential                     8           200                    34.2
multi-input combinational     23           174                    29.7
timing repair buffer          12           120                    20.5
clock buffer                   3          22.5                    3.85
inverter                       3          11.3                    1.92
## Yosys cell counts
master	number
a21o_1	1
dfrtp_1	8
ha_1	2
inv_1	3
nand2_1	5
nand4_1	1
nand4_2	1
nor2_1	2
nor3_1	1
nor3_2	1
nor4b_1	1
o21ai_0	1
xnor2_1	3
xor2_1	4
## worst reg2reg max path, cell delays in order (launching register included)
cell     delay (ns)
dfrtp_1        0.45
ha_1           0.20
nand4_1        0.15
nor2_1         0.17
xor2_1         0.16
## cell families after synthesis
family,after synthesis
and+or+nand+nor,12
DFF,8
xor gates and xnor gates,7
buffers and inverters,3
AOI/OAI and AO/OA,2
adders and majority gates,2
## layer usage
| layer | global-route usage [%] | share of wire, % |
|---|---|---|
| met3 | 3.18 | 19 |
| met5 | 0 | 0 |
| met2 | 2.89 | 33 |
| met1 | 3.94 | 47 |
| met4 | 0.176 | 0.58 |
## stage by stage
stage / total power [mW] / instance area [sq um] / cells / utilization (%)
floorplan: 0.342 / 379 / 34 / -
global placement: 0.495 / 557 / 92 / 16.3
detailed placement: 0.499 / 557 / 92 / 16.3
CTS: 0.603 / 579 / 95 / 17.0
global route: 0.652 / 586 / 95 / 17.1
finish: 0.596 / 586 / 95 / 17.1
## where the power goes
group	switching (mW)	leakage, nW	internal, mW	total, mW
Combinational	0.0666	0.142	0.158	0.225
Clock	0.0411	0.0138	0.0569	0.0980
Sequential	0.0832	0.101	0.189	0.272
## worst paths after layout
kind | from | to | slack [ns] | cells after the start
worst max-delay path | counter[0]$_DFFE_PP0P_ | io_flag | 0.21 | 5
worst min-delay path | reset | counter[4]$_DFFE_PP0P_ | 0.48 | 2
worst max register to register | counter[0]$_DFFE_PP0P_ | counter[6]$_DFFE_PP0P_ | 1.21 | 4
worst min register to register | counter[7]$_DFFE_PP0P_ | counter[7]$_DFFE_PP0P_ | 0.51 | 1
max in group asynchronous | reset | counter[1]$_DFFE_PP0P_ | 1.69 | 2
min in group clk0 | counter[7]$_DFFE_PP0P_ | counter[7]$_DFFE_PP0P_ | 0.51 | 1
## what timing repair did
item                       in CTS  in global routing
setup endpoints to repair       0                  1
hold buffers                    0                  0
gates resized                   0                  1
Power is estimated from default activity; no workload was simulated.
