`/design/flow/config.mk`:
```
export PLATFORM = sky130hd
export DESIGN_NAME = ColorSumming
export DESIGN_NICKNAME = ColorSumming
export VERILOG_FILES = /design/flow/design.v
export SDC_FILE = /design/flow/constraint.sdc
export NUM_CORES = 4
export LEC_CHECK = 1
export CORE_AREA = 10 10 87 87
export DIE_AREA = 0 0 97 97
```
`/design/flow/constraint.sdc`:
```
current_design ColorSumming

set clk_period 4.6
set clk_io_pct 0.2

create_clock -name clk0 -period $clk_period

set non_clock_inputs [all_inputs -no_clocks]
set_input_delay [expr $clk_period * $clk_io_pct] -clock clk0 $non_clock_inputs
set_output_delay [expr $clk_period * $clk_io_pct] -clock clk0 [all_outputs]
```
`/design/flow/design.v`:
```
module ColorSumming (
      input  [7:0] io_sources_0_r,
      input  [7:0] io_sources_0_g,
      input  [7:0] io_sources_0_b,
      input  [7:0] io_sources_1_r,
      input  [7:0] io_sources_1_g,
      input  [7:0] io_sources_1_b,
      output [7:0] io_result_r,
      output [7:0] io_result_g,
      output [7:0] io_result_b);
  reg [7:0] sum_r;
  reg [7:0] sum_g;
  reg [7:0] sum_b;
  reg [7:0] _zz_1_;
  reg [7:0] _zz_2_;
  reg [7:0] _zz_3_;
  always @ (*) begin
    sum_r = _zz_1_;
    sum_r = (_zz_1_ + io_sources_1_r);
  end
  always @ (*) begin
    sum_g = _zz_2_;
    sum_g = (_zz_2_ + io_sources_1_g);
  end
  always @ (*) begin
    sum_b = _zz_3_;
    sum_b = (_zz_3_ + io_sources_1_b);
  end
  always @ (*) begin
    _zz_1_ = (8'b00000000);
    _zz_1_ = ((8'b00000000) + io_sources_0_r);
  end
  always @ (*) begin
    _zz_2_ = (8'b00000000);
    _zz_2_ = ((8'b00000000) + io_sources_0_g);
  end
  always @ (*) begin
    _zz_3_ = (8'b00000000);
    _zz_3_ = ((8'b00000000) + io_sources_0_b);
  end
  assign io_result_r = sum_r;
  assign io_result_g = sum_g;
  assign io_result_b = sum_b;
endmodule
```
`/design/flow/run.sh`:
```
#!/bin/bash
# OpenROAD 26Q1-2900-gdf79404cd8, Yosys 0.63+post, stock flow scripts
make -C /OpenROAD-flow-scripts/flow DESIGN_CONFIG=/design/flow/config.mk WORK_HOME=/design/flow/orfs finish
```
==> changes_impl.md <==
### Changed

* # placed instances at roughly 270
* Start-to-end type of the worst setup path: in2out
* Startpoint class of the critical path: primary input
* Core Rows at 27
* Die extent in y at 97 um
* Clock network fraction of total power at 0
* Share of cells above drive strength 1 at 0.005181
* Static Leakage at just over 0.7 nW
* Cell Area, Placed at 1725 um2
* Fin crit share at 0.8938
* Fin crit period at around 4.1 ns
* Global-route wire length before repair at approximately 4.9 mm
* Sequential power share at 0
* Post-synth top area share at 0.2873
* Yosys cell count at around 120
* Number of buffers added for setup after CTS at 0
* Count of non-filler cells in the finished layout at 265
* CP max stage cell: sky130_fd_sc_hd__clkdlybuf4s50_1
* Critical Path Sink Type: output port
* Remaining global-route overflow at 0
* Maximum cell stage delay along the critical path at around 0.48 ns
* Startpoint of the worst hold path: io_sources_1_r[0]
* Instance count of the mapped netlist at about 120
* Critical path peak fanout at 3
* Post-Route Setup TNS at 0 ns
* Number of failing setup endpoints in the final timing report at 0
* Buffers plus inverters on the worst setup path at 3
* Mean post-synth cell area at between 7 and 8 um2
* Number of maximum-capacitance violations at 0
* Crit. Startpoint: io_sources_0_r[0]
* Area contributors post-synth: sky130_fd_sc_hd__ha_1 (29%), sky130_fd_sc_hd__xnor2_1 (8.6%), sky130_fd_sc_hd__a21oi_1 (7.7%)
* List of cells traversed by the critical path: clkdlybuf4s50_1, ha_1, inv_1, fa_1, nor2b_4, o31a_1, or4b_1, nand3_1, clkdlybuf4s50_1
* Max-slew violation count at 0
* Count of input and output buffers at 72
* Routed vias at around 1.1k
* Number of different library cells in the post-synthesis netlist at 27
* First-pass DRT Iterations at 4
* Dominant cell type by area after synthesis: sky130_fd_sc_hd__ha_1
* Power per cell area at 128.2 nW/um2
* Die width at approximately 97 um
* Crit path DRT at 3.68 ns
* Number of flip-flops and latches at 0
* Headroom to the max-slew limit at 0.8090
* Sequential fraction of the synthesis area at 0
* Worst Tran Pin Value at roughly 0.28 ns
* Signal arrival time at the worst endpoint at approximately 3.2 ns
* Final Routed Wirelength at 3.024 mm
* Share of the core filled by cells before placement at 0.1621
* Post-DP HPWL at roughly 2.8 mm
* Sequential cell area in the final layout at 0 um2
* Core region area at between 5000 and 6000 um2
* Avg WL per Cell at about 11 um
* Max Fclk at roughly 240 MHz
* Count of clock buffers in the final design at 0
* Via count of the first global-routing pass at about 1.1k
* Critical path's most frequent cell: sky130_fd_sc_hd__clkdlybuf4s50_1
* Net Sw Frac at 0.3285
* Hold Violations, Final at 0
* DR DRC count at 0
* Tally of OpenROAD warnings at 32
* Core occupancy in the finished layout at 0.3058
* Synth Cell Area at 914.6 um2
* First-iteration detailed-routing DRC count at 19
* Number of top-level design ports at between 70 and 80
* Pin count of the biggest net entering global routing at 7
* Setup repair after global routing missed its margin: no
* Number of synthesis warnings at 1
* HP Class: in2out
* Final design area excluding fillers at about 1700 um2
* Area Overhead vs Synth at 88.65%
* Total global routing track utilization at 0.05817
* Total internal power at about 0.15 mW
* Cell type group with the largest total delay on the critical path: buffers and inverters
* Net switching power at just over 0.07 mW
* Post-synth area from yosys stat at roughly 910 um2
* Antenna-violating nets left at 0
* GPL Wtd Cong at 0.7446
* Antenna cells at 0
* Result of the run: finished clean
* Overall chip area at 9409 um2
* CTS resizes at 0
* Routed vias/inst at between 4 and 5
* Count of hold-fix buffers inserted at cts at 0
* Power share of the combinational group at 1.000
* Worst ir drop on vdd at approximately 0.048 mV
* Final hold slack at between 2 and 3 ns
* Antenna violations before repair at 0
## routing by layer
metal / GRT usage / up-vias / share of wire
met5: 0 / - / 0
met4: 0 / 0 / 0
met3: 0.02507 / 0 / 0.12
met2: 0.09305 / 45 / 0.42
met1: 0.07514 / 450 / 0.46
li1: - / 593 / -
## cells in the final DEF (no fill, tap or decap), types with 2 or more instances in the layout
master / count
sky130_fd_sc_hd__o211ai_1: 2
sky130_fd_sc_hd__a211oi_1: 4
sky130_fd_sc_hd__xnor2_1: 9
sky130_fd_sc_hd__a21oi_1: 14
sky130_fd_sc_hd__xor2_1: 4
sky130_fd_sc_hd__clkdlybuf4s50_1: 72
sky130_fd_sc_hd__ha_1: 21
sky130_fd_sc_hd__nor2_1: 8
sky130_fd_sc_hd__o21ai_0: 8
sky130_fd_sc_hd__o21a_1: 3
sky130_fd_sc_hd__nand2_1: 3
sky130_fd_sc_hd__fa_1: 3
sky130_fd_sc_hd__nor3_1: 2
sky130_fd_sc_hd__o21bai_1: 2
sky130_fd_sc_hd__o31a_1: 3
sky130_fd_sc_hd__nor2b_1: 2
sky130_fd_sc_hd__nand3_1: 5
sky130_fd_sc_hd__or4_1: 2
sky130_fd_sc_hd__inv_1: 14
sky130_fd_sc_hd__a41oi_1: 2
sky130_fd_sc_hd__a21o_1: 3
## tightest hold or removal path, cell delays in order
cell,delay (ns)
sky130_fd_sc_hd__clkdlybuf4s50_1,0.46
sky130_fd_sc_hd__ha_1,0.11
sky130_fd_sc_hd__clkdlybuf4s50_1,0.45
## cell usage after synthesis
library cell,number
sky130_fd_sc_hd__or4b_1,1
sky130_fd_sc_hd__o21a_1,3
sky130_fd_sc_hd__nand3_1,5
sky130_fd_sc_hd__o21bai_1,2
sky130_fd_sc_hd__a21oi_1,14
sky130_fd_sc_hd__ha_1,21
sky130_fd_sc_hd__o211ai_1,2
sky130_fd_sc_hd__a41oi_1,2
sky130_fd_sc_hd__and3b_1,1
sky130_fd_sc_hd__nor2b_4,1
sky130_fd_sc_hd__fa_1,3
sky130_fd_sc_hd__a211oi_1,4
sky130_fd_sc_hd__nor3_1,2
sky130_fd_sc_hd__o21ai_0,8
sky130_fd_sc_hd__nand4_1,1
sky130_fd_sc_hd__inv_1,14
sky130_fd_sc_hd__nor2b_1,2
sky130_fd_sc_hd__xnor2_1,9
sky130_fd_sc_hd__mux2i_1,1
sky130_fd_sc_hd__nor2_1,8
sky130_fd_sc_hd__and2b_1,1
sky130_fd_sc_hd__a21o_1,3
sky130_fd_sc_hd__a31oi_1,1
sky130_fd_sc_hd__xor2_1,4
sky130_fd_sc_hd__or4_1,2
sky130_fd_sc_hd__o31a_1,3
sky130_fd_sc_hd__nand2_1,3
## worst paths after layout
| check | endpoint | slack (ns) | cells past startpoint |
|---|---|---|---|
| max | io_result_r[6] | 0.49 | 9 |
| min | io_result_r[0] | 2.86 | 3 |
## power by group through the flow
stage | clock [mW] | sequential [mW] | combinational [mW]
finish | 0 | 0 | 0.221
global route | 0 | 0 | 0.247
CTS | 0 | 0 | 0.227
## through the flow
stage | setup slack (ns) | total power [mW]
2_1_floorplan | 1.466 | 0.09049
3_5_place_dp | 0.4761 | 0.2256
4_1_cts | 0.4739 | 0.2270
5_1_grt | 0.3825 | 0.2474
3_3_place_gp | 0.5005 | 0.2263
6_report | 0.4885 | 0.2212
## cell type report
cell class / instances / area, um2
Fill cell: 611 / 3916
Inverter: 14 / 52.55
Multi-Input combinational cell: 107 / 862.1
Tap cell: 72 / 90.09
Timing Repair Buffer: 72 / 720.7
## cell families (layout without fill, tap and decap cells)
group	after synthesis	after routing	synth area share
compound gates	42	42	0.2900
xor+xnor	13	13	0.1245
fa+ha+maj	24	24	0.3529
buf+inv	14	86	0.05746
mux	1	1	0.01094
simple gates	27	27	0.1642
Power and IR drop assume default switching activity.
